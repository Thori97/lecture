File: flow/design.v
module fifo ( Din, Dout, Wen, Ren, rst, ck, Fempty, Ffull );
input [7:0] Din;
output [7:0] Dout;
input Wen, Ren, rst, ck;
output Fempty, Ffull;
reg  [7:0] FMEM[0:15];
reg  [3:0] Wptr, Rptr;
reg  Fempty, Ffull;
reg  [7:0] obuf;
wire [3:0] NWptr, NRptr;
assign Dout = obuf; assign NWptr = Wptr +1; assign NRptr = Rptr +1;
always @(posedge ck) begin
    if( !rst ) begin
    Wptr <= 0;
    Rptr <= 0;
    Fempty <= 1;
    Ffull <= 0;
    end else begin
    if(Ren == 1&&Fempty!= 1)begin
        obuf <= FMEM[Rptr];
        Rptr <= NRptr;
        Ffull <= 0;
        if(NRptr==Wptr) Fempty<=1;
        else Fempty <=  0;
    end
    if(Wen ==1 && Ffull != 1) begin
        FMEM[Wptr]<= Din;
        Wptr <= Wptr+1;
        Fempty<=0;
        if(NWptr==Rptr) Ffull<=1;
        else Ffull<=0;
    end
end
end
endmodule
File: flow/run.sh
#!/bin/bash
# OpenROAD 26Q1-2900-gdf79404cd8, Yosys 0.63+post, stock flow scripts
make -C /OpenROAD-flow-scripts/flow DESIGN_CONFIG=/design/flow/config.mk WORK_HOME=/design/flow/orfs finish
File: flow/config.mk
export PLATFORM = sky130hd
export DESIGN_NAME = fifo
export DESIGN_NICKNAME = fifo
export VERILOG_FILES = /design/flow/design.v
export SDC_FILE = /design/flow/constraint.sdc
export NUM_CORES = 4
export LEC_CHECK = 1
export CORE_UTILIZATION = 30
File: flow/constraint.sdc
current_design fifo

set clk_period 3.5
set clk_io_pct 0.2

create_clock -name clk0 -period $clk_period [get_ports {ck}]

set non_clock_inputs [all_inputs -no_clocks]
set_input_delay [expr $clk_period * $clk_io_pct] -clock clk0 $non_clock_inputs
set_output_delay [expr $clk_period * $clk_io_pct] -clock clk0 [all_outputs]
==> results.tsv <==
metric	value	unit
synth_area_per_cell	17.5	µm²
drtIter0Drc	158	
ys_seq_frac	0.726	
die.size.x	142	µm
io_buffer_count	21	
min_path_cells	2	
final_util	0.370	
internal_power	3210	µW
slew_violations	0	
largest_area_cell	edfxtp_1	
grt_max_degree	31	
hpwl	7700	µm
yosys_warnings	1	
power_density	571	nW/µm²
cap_violations	0	
r2r_slack	1270	ps
start_kind	primary input	
synthArstFlopShare	0	
gp_congestion	0.889	
wl_per_cell	18.5	µm
common_cells	edfxtp_1, mux2i_1, nand2_1, mux4_2, nor2_1	
p_seq_frac	0.487	
grt_antenna_before_repair	0	
status	finished, final reports clean	
edf_count	136	
synthFlopType	edfxtp_1	
combPwrFrac	0.058	
cp.required	3550	ps
p_leak	0.00223	µW
sw_frac_of_total	0.199	
initial_core_util	0.311	
clkTransAtPathRegs	60	ps
worstMarginPinSlew	771	ps
drive_gt1_frac	0.171	
ant_nets	0	
top_cell_area_share	0.692	
grt_overflow	0	
rr_worst_depth	6	
io-pin-count	22	
cts_made_buffers	17	
routed_via_density	4.58	
drt_wl_total	12000	µm
min_period_over_period	0.721	
hold_end	Ffull	
antenna_cells	0	
crit_path_end_kind	register	
ys_cells	337	
cts.sinks	146	
ys_ff	146	
htree_levels	4	
warnings	28	
dieArea	20200	µm²
area_growth	18.9	%
crit_type	in -> reg	
die.size.y	142	µm
ir_worst_vdd	0.281	mV
cp.arrival	2570	ps
hold_viol_final	0	
worstReg2RegEnd	obuf[7]	
syn-cell-area	5900	µm²
switching_power	795	µW
min_path_type	reg -> reg	
fin_worst_skew	7.51	ps
grt_usage	0.134	
grt_pass1_wl	18600	µm
synthCells	337	
cts-hold-fix-buffers	0	
drt_pass1_iterations	4	
top_cell	edfxtp_1	
max_freq	0.396	GHz
ys_types	31	
rows	50	
p_clk_frac	0.455	
crit_path_max_fanout	8	
post_cts_buffers	0	
clock_latency	420	ps
root_buffer	clkbuf_16	
routed-via-count	2961	
cts_resized	0	
rsz0062_at_grt	no	
r2r_start	Rptr[0]	
fill_cells	1704	
min-delay-start	Ffull	
fin_crit	2520	ps
yosysChipArea	5900	µm²
relSlewSlack	0.485	
tns	0	ps
drcViolationCount	0	
grt_pass1_vias	3195	
topCellsByArea	edfxtp_1, mux4_2, mux2i_1, dfxtp_1, a221oi_2	
clockBufferDepth	2	
cts_tree	built	
setup_viol_count_final	0	
coreArea	19000	µm²
sequential cells by signal, summed over array words and instances (netlist names):
register	cells
FMEM	128
Fempty	1
Ffull	1
Rptr	4
Wptr	4
obuf	8
worst max-delay path by stage:
| stage | start | end |
|---|---|---|
| CTS | Wen | FMEM[15][1] |
| global route | Wen | FMEM[12][6] |
| finish | Wen | FMEM[15][1] |
stage by stage:
stage,cell area (µm²),setup slack (ps),hold slack [ps],total power [µW],std cells
6_report,7020,977,501,4000,647
5_1_grt,7020,857,539,4130,647
4_1_cts,7020,975,508,4040,647
3_5_place_dp,6420,542,498,2220,615
3_3_place_gp,6420,615,490,2220,615
2_1_floorplan,5900,1160,447,2130,337
power by group through the flow:
stage	Sequential, µW	Combinational [µW]	Clock [µW]
6_report	1950	232	1820
5_1_grt	1950	257	1920
4_1_cts	1950	236	1850
layout make-up:
class	count	area, µm²	area share
clock buffer	17	425	0.0606
clock inverter	15	171	0.0244
inverter	2	7.51	0.00107
multi-input combinational	170	1470	0.210
sequential	146	4290	0.611
tap	260	325	0.0464
timing repair buffer	37	330	0.0471
worst max-delay path, stage by stage:
cell and delay (ps):
clkdlybuf4s50_1 450, nor2b_1 420, and2_1 310, nand2_1 140
nor2_1 550
kinds of logic after synthesis:
logic type,Yosys count,share of synthesized area
AND/OR/NAND/NOR,56,0.0452
adder cells (fa/ha/maj),5,0.0106
multiplexers,49,0.119
buffers and inverters,21,0.0244
XOR/XNOR,13,0.0193
flip-flops,146,0.726
AND-OR/OR-AND,47,0.0554
cells in the final DEF (no fill, tap or decap), types with 4 or more instances in the layout:
master	instances
and2_1	9
edfxtp_1	136
nor2_1	13
o21ai_1	7
clkinv_2	4
buf_4	16
a21oi_1	10
nor2b_1	7
dfxtp_1	9
clkinv_1	6
clkdlybuf4s50_1	21
xor2_1	5
mux2_1	6
bufinv_16	4
nand2_1	17
mux4_2	16
o21ai_0	10
nor3_1	4
mux2i_1	25
a221oi_2	5
clkbuf_16	17
xnor2_1	8
ha_1	5
a22oi_1	8
per-layer routing:
metal  vias up  share of wire  routed length [µm]  GRT usage
met1      1405           0.40                4830      0.172
met3        22           0.13                1570     0.0891
li1       1391              -                   -          -
met4         0          0.033                 391     0.0362
met2       143           0.43                5180      0.192
met5         -              0                   0          0
Power is estimated from default activity; no workload was simulated.
