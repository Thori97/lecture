[flow/run.sh]
#!/bin/bash
# OpenROAD 26Q1-2900-gdf79404cd8, Yosys 0.63+post, stock flow scripts
make -C /OpenROAD-flow-scripts/flow DESIGN_CONFIG=/design/flow/config.mk WORK_HOME=/design/flow/orfs finish
[flow/config.mk]
export PLATFORM = sky130hd
export DESIGN_NAME = mul
export DESIGN_NICKNAME = mul
export VERILOG_FILES = /design/flow/design.v
export SDC_FILE = /design/flow/constraint.sdc
export NUM_CORES = 4
export LEC_CHECK = 1
export CORE_UTILIZATION = 30
[flow/constraint.sdc]
current_design mul

set clk_period 8.4
set clk_io_pct 0.2

create_clock -name clk0 -period $clk_period [get_ports {ck}]

set non_clock_inputs [all_inputs -no_clocks]
set_input_delay [expr $clk_period * $clk_io_pct] -clock clk0 $non_clock_inputs
set_output_delay [expr $clk_period * $clk_io_pct] -clock clk0 [all_outputs]
[flow/design.v]
module mul(A, B, O, ck, start, fin);
input[7:0] A, B;
input ck, start;
output [16:0] O;
output fin;
reg [7:0] INA, INB;
reg [16:0] O;
reg [3:0] st;
reg fin;
always @(posedge ck) begin
    if( start == 1) begin
    O <= 0;
    st <= 0;
    fin <= 0;
    INA <= A; INB <= B;
end else begin
    O<=(O<<1) + INA * INB[7-st];
    st <= st +1;
    if(st == 7) begin
    fin <= 1;
    end
    else if(st == 8) begin
    fin <= 0;
end
end
end
endmodule
==> results_slide.txt <==
Key Metrics from the Run

Drt
  • Post-Route WL: 2860 um
  • Routed WL per cell: 11.0 um
  • Drt drc: 0
  • Post-DRT Antenna Nets: 0
  • Vias post-DR: 1140
  • Via density: 4.38
  • Diodes inserted: 0
  • Iter 0 DRT Violations: 71
  • First drt pass iteration count: 3

Power
  • Internal power: 327 uW
  • Sw Ratio: 0.254
  • Clock power share: 0.294
  • Sequential share of power: 0.506
  • Leakage: 0.806 nW
  • Worst vdd ir: 0.0924 mV
  • Total power: 439 uW
  • Pwr/cell area: 199 nW/um2
  • Net Sw Power: 111 uW
  • Comb pwr share: 0.200

Worst setup path
  • Slowest CP cell: mux4_2
  • Setup Crit Path Kind: register to register
  • CP Max Fanout: 7
  • Crit path DAT: 3.44 ns
  • Setup crit start kind: register
  • Slowest stage delay, CP: 0.53 ns
  • Crit path buffers/inverters: 0
  • Crit end category: register
  • Crit-path leading delay family: simple AND/OR/NAND/NOR gates
  • Cell Chain, Critical Path: mux4_2, mux2i_1, nor2_1, and2_1, ha_1, o21a_2, o211ai_2, or3_4, or4_1, a21oi_1
  • WP data required: 8.62 ns

Yosys
  • Synth Area per Inst: 11.3 um2
  • Cells after Synth: 148
  • Flip-flops with a built-in enable: 16
  • Yosys Chip Area: 1670 um2
  • Yosys Instances: 148
  • Primary FF master, synth: dfxtp_1
  • Ys Warns: 1
  • Post-synth seq share: 0.552
  • Seq cells post-synth: 38
  • Yosys cell types: 35
  • Cell area after synthesis: 1670 um2
  • Synth async-reset ratio: 0

Floorplan
  • Chip Width: 76.6 um
  • Chip area: 5870 um2
  • Num rows: 26
  • # IOs: 36
  • Initial Utilization: 0.319
  • Chip height: 76.6 um
  • Area of the core: 5240 um2

GRT
  • Vias in the first global route: 1094
  • First-pass GRT wire length: 4970 um
  • Initial antenna violation count: 0
  • Gr ovfl total: 0
  • GRT Overall Usage: 0.109
  • Largest net degree at the start of global routing: 40

Outcome
  • Outcome: complete, no violations

STA
  • Fin. max-slew vios: 0
  • Fin crit share: 0.384
  • Max Clock Freq: 310 MHz
  • Number of setup violations in the final report: 0
  • Worst Tran Pin Value: 0.686 ns
  • Clock skew: 0.00916 ns
  • Setup TNS Final: 0 ns
  • Slew headroom: 0.539
  • Crit path time final: 3.22 ns
  • RSZ-0062 raised after global routing: false
  • Hold violation count in the final report: 0

Finish
  • Comb. cell area: 703 um2
  • Register area: 921 um2
  • FILL cells: 494
  • Area grow syn2layout: 31.9%
  • Share of layout cells above drive strength 1: 0.0947

Clock network
  • Hold buffer count at cts: 0
  • Post-CTS setup buffer count: 0
  • H-tree depth: 2
  • Clk slew on worst S/H paths: 0.08 ns
  • Clock buffer depth: 2
  • Worst-Skew Late Latency: 0.28 ns
  • Num CTS Buffers: 5
  • CTS sink cnt: 38
  • Post-CTS sizing: 0
  • CTS tree: done
  • CTS root buf: clkbuf_8

Hold path
  • Min-delay worst type: register to register

Place
  • Post-DP HPWL: 2020 um
  • PortBufs: 35
  • GPL Wtd Cong: 0.799

Run
  • Tool warnings: 26
  • MaxCap Viol Count: 0
[cell families (layout without fill, tap and decap cells)]
group	count (synthesis)	in the layout	synth area share
compound gates	26	26	0.103
xor+xnor	9	9	0.0472
fa+ha+maj	10	10	0.0795
buf+inv	12	54	0.0270
flops	38	38	0.552
mux	4	4	0.0397
simple gates	49	49	0.151
[per-layer routing]
| layer | vias to the layer above | GRT usage | part of all wire |
|---|---|---|---|
| met2 | 32 | 0.152 | 0.42 |
| met5 | - | 0 | 0 |
| li1 | 596 | - | - |
| met1 | 510 | 0.176 | 0.52 |
| met4 | 0 | 0.00962 | 0.0070 |
| met3 | 2 | 0.0389 | 0.057 |
[final cells by class]
cell class              count  share of cell area
well taps                  70              0.0398
repair buffers             36               0.163
multi-input cells          98               0.319
inverters                  10              0.0170
clock buffers               6              0.0375
clock inverters             2             0.00568
flip-flops and latches     38               0.418
[Yosys cell counts (5+ instances only)]
cell      instances  area share
nor2_1           18       0.040
inv_1            10       0.022
a21oi_1           8       0.024
ha_1              9       0.067
xnor2_1           6       0.031
dfxtp_1          22        0.26
nor2b_1           5       0.019
edfxtp_1         16        0.29
and2_1            6       0.022
[stage by stage]
| step | utilization | worst slack (ns) | std cells | cell area, um2 | hold WS (ns) |
|---|---|---|---|---|---|
| after floorplan | - | 5.44 | 148 | 1670 | 0.439 |
| after global placement | 0.402 | 5.21 | 252 | 2110 | 0.483 |
| after detailed placement | 0.402 | 5.17 | 252 | 2110 | 0.482 |
| after CTS | 0.420 | 5.14 | 260 | 2200 | 0.494 |
| after global routing | 0.420 | 4.77 | 260 | 2200 | 0.536 |
| final | 0.420 | 5.18 | 260 | 2200 | 0.491 |
[worst paths after layout]
check / startpoint / end / slack [ns] / cells after the start
worst max-delay path: st[2] / O[16] / 5.18 / 10
worst min-delay path: O[15] / O[16] / 0.49 / 2
worst max register to register: st[2] / O[16] / 5.18 / 10
worst min register to register: O[15] / O[16] / 0.49 / 2
[registers in the layout, summed over array words and instances (netlist names)]
signal and count:
fin 1, INB 8, INA 8, O 17
st 4
[power groups by stage]
| stage | clock network [mW] | registers, mW | logic, mW |
|---|---|---|---|
| 4_1_cts | 0.134 | 0.222 | 0.0885 |
| 5_1_grt | 0.143 | 0.225 | 0.0988 |
| 6_report | 0.129 | 0.222 | 0.0875 |
[cell usage in the layout, fill, tap and decap left out, types with 3 or more instances in the layout]
cell             instances
dfxtp_1                 22
nand2_1                  4
ha_1                     9
edfxtp_1                16
nor2b_1                  5
clkdlybuf4s50_1         35
inv_1                   10
o21ai_0                  4
nand3_1                  4
a21oi_1                  8
xnor2_1                  6
clkbuf_8                 6
and2_1                   6
xor2_1                   3
nor2_1                  18
nor3_1                   4
[worst reg2reg max path, cell delays in order (launching register included)]
cell and delay (ns):
dfxtp_1 0.46, mux4_2 0.53, mux2i_1 0.20, nor2_1 0.13
and2_1 0.19, ha_1 0.33, o21a_2 0.16, o211ai_2 0.10
or3_4 0.41, or4_1 0.50, a21oi_1 0.14
Power figures rest on the tool's default switching activity, not on a simulated workload.
